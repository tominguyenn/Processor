==> flow/design.v <==
`timescale 1ns / 1ps
module ALU (
    input [31:0] A_in, B_in,  
    input [3:0] ALU_Sel,  
    output [31:0] ALU_Out,  
    output reg Carry_Out,
    output Zero,  
    output reg Overflow = 1'b0  
);
reg [31:0] ALU_Result;
reg [32:0] temp;
reg [32:0] twos_com;  
assign ALU_Out = ALU_Result;  
assign Zero = (ALU_Result == 0);  
always @(*) begin
    Overflow = 1'b0;
    Carry_Out = 1'b0;
    case (ALU_Sel)
        4'b0000:  
            ALU_Result = A_in & B_in;
        4'b0001:  
            ALU_Result = A_in | B_in;
        4'b0010:  
            begin
                ALU_Result = $signed(A_in) + $signed(B_in);
                temp = {1'b0, A_in} + {1'b0, B_in};
                Carry_Out = temp[32];
                if ((A_in[31] & B_in[31] & ~ALU_Out[31]) | (~A_in[31] & ~B_in[31] & ALU_Out[31]))
                    Overflow = 1'b1;
                else
                    Overflow = 1'b0;
            end
        4'b0110:  
            begin
                ALU_Result = $signed(A_in) - $signed(B_in);
                twos_com = ~(B_in) + 1'b1;
                if ((A_in[31] & twos_com[31] & ~ALU_Out[31]) | (~A_in[31] & ~twos_com[31] & ALU_Out[31]))
                    Overflow = 1'b1;
                else
                    Overflow = 1'b0;
            end
        4'b0111:  
            ALU_Result = ($signed(A_in) < $signed(B_in)) ? 32'd1 : 32'd0;
        4'b1100:  
            ALU_Result = ~(A_in | B_in);
        4'b1111:  
            ALU_Result = (A_in == B_in) ? 32'd1 : 32'd0;
        default:
            ALU_Result = A_in + B_in;
    endcase
end
endmodule    
`timescale 1ns / 1ps
module ALUController(
    ALUOp, Funct7, Funct3, Operation
    );
input [1:0] ALUOp;
input [6:0] Funct7;
input [2:0] Funct3;
output reg [3:0] Operation;
always @ (*) begin
    case (ALUOp)
        2'b10: begin  
            case (Funct3)
                3'b111: Operation = (Funct7 == 7'b0000000) ? 4'b0000 : 4'bxxxx;  
                3'b110: Operation = (Funct7 == 7'b0000000) ? 4'b0001 : 4'bxxxx;  
                3'b100: Operation = (Funct7 == 7'b0000000) ? 4'b1100 : 4'bxxxx;  
                3'b010: Operation = (Funct7 == 7'b0000000) ? 4'b0111 : 4'bxxxx;  
                3'b000: Operation = (Funct7 == 7'b0000000) ? 4'b0010 :  
                                    (Funct7 == 7'b0100000) ? 4'b0110 : 4'bxxxx;  
                default: Operation = 4'bxxxx;  
            endcase
        end
        2'b00: begin  
            case (Funct3)
                3'b111: Operation = 4'b0000;  
                3'b110: Operation = 4'b0001;  
                3'b100: Operation = 4'b1100;  
                3'b010: Operation = 4'b0111;  
                3'b000: Operation = 4'b0010;  
                default: Operation = 4'bxxxx;  
            endcase
        end
        2'b01: begin  
            case (Funct3)
                3'b010: Operation = 4'b0010;  
                default: Operation = 4'bxxxx;  
            endcase
        end
        default: Operation = 4'bxxxx;  
    endcase
end
endmodule    
`timescale 1ns / 1ps
module Controller(
    Opcode,
    ALUSrc , MemtoReg , RegWrite , MemRead , MemWrite ,
    ALUOp
    );
input [6:0] Opcode;
output reg ALUSrc;           
output reg MemtoReg;         
output reg RegWrite;         
output reg MemRead;          
output reg MemWrite;         
output reg [1:0] ALUOp;      
always @ (*) begin
    ALUSrc = 0;
    MemtoReg = 0;
    RegWrite = 0;
    MemRead = 0;
    MemWrite = 0;
    ALUOp = 2'b00;
    case (Opcode) 
        7'b0110011: begin        
            MemtoReg = 0;
            MemWrite = 0;
            MemRead = 0;
            ALUSrc = 0;
            RegWrite = 1;
            ALUOp = 2'b10;
        end
        7'b0010011: begin        
            MemtoReg = 0;
            MemWrite = 0;
            MemRead = 0;
            ALUSrc = 1;
            RegWrite = 1;
            ALUOp = 2'b00;
        end
        7'b0000011: begin        
            MemtoReg = 1;
            MemWrite = 0;
            MemRead = 1;
            ALUSrc = 1;
            RegWrite = 1;
            ALUOp = 2'b01;
        end
        7'b0100011: begin        
            MemtoReg = 0;
            MemWrite = 1;
            MemRead = 0;
            ALUSrc = 1;
            RegWrite = 0;
            ALUOp = 2'b01;
        end       
    endcase    
end    
endmodule    
`timescale 1ns / 1ps
module DataMem(MemRead, MemWrite, addr, write_data, read_data);
input MemRead;
input MemWrite;
input [8:0] addr;
input [31:0] write_data;
output reg [31:0] read_data;
reg [31:0] memory [127:0];        
always @ (*) begin
    if (MemRead) begin
        read_data = memory[addr[8:2]];        
    end
end
always @ (MemWrite) begin
    if (MemWrite) begin
        memory[addr[8:2]] = write_data;      
    end
end
endmodule    
`timescale 1ns / 1ps
module data_path #(
    parameter PC_W = 8,        
    parameter INS_W = 32,      
    parameter RF_ADDRESS = 5,  
    parameter DATA_W = 32,     
    parameter DM_ADDRESS = 9,  
    parameter ALU_CC_W = 4     
 )(
    input                  clk ,         
    input                  reset,        
    input                  reg_write,    
    input                  mem2reg,      
    input                  alu_src,      
    input                  mem_write,    
    input                  mem_read,     
    input  [ALU_CC_W-1:0]  alu_cc,       
    output          [6:0]  opcode,       
    output          [6:0]  funct7,       
    output          [2:0]  funct3,       
    output   [DATA_W-1:0]  alu_result    
 );
wire [PC_W-1:0] PC, PCPlus4;
wire [INS_W-1:0] Instruction;
wire [RF_ADDRESS-1:0] Reg, Reg1, Reg2;
wire [DATA_W-1:0] reg_data1, reg_data2, ExtImm, SreB, alu_out, DataMem_read, WriteBack_Data;
FlipFlop PC_Reg (
    .clk(clk),
    .reset(reset),
    .d(PCPlus4),
    .q(PC)
);
InstMem Instr_mem (
    .addr(PC),
    .instruction(Instruction) 
);
RegFile RegisterFile (
    .clk(clk), 
    .reset(reset), 
    .rg_wrt_en(reg_write),
    .rg_wrt_addr(Reg),
    .rg_rd_addr1(Reg1),
    .rg_rd_addr2(Reg2),
    .rg_wrt_data(WriteBack_Data),
    .rg_rd_data1(reg_data1),
    .rg_rd_data2(reg_data2)
);
ImmGen Immediate_Generator (
    .InstCode(Instruction),
    .ImmOut(ExtImm)
);
Mux Mux1(
    .S(alu_src),
    .D1(reg_data2),
    .D2(ExtImm),
    .Y(SreB)
);
ALU ALU_Module (
    .A_in(reg_data1), 
    .B_in(SreB),
    .ALU_Sel(alu_cc),
    .ALU_Out(alu_out)
);
DataMem data_mem(
    .MemRead(mem_read),
    .MemWrite(mem_write),
    .addr(alu_out),
    .write_data(reg_data2),
    .read_data(DataMem_read)
);
Mux Mux2(
    .S(mem2reg),
    .D1(alu_out),
    .D2(DataMem_read),
    .Y(WriteBack_Data)
);
assign opcode = Instruction[6:0];
assign funct3 = Instruction[14:12];
assign funct7 = Instruction[31:25];
assign Reg = Instruction[11:7];
assign Reg1 = Instruction[19:15];
assign Reg2 = Instruction[24:20];
assign PCPlus4 = PC + 4;
assign alu_result = alu_out;
endmodule
`timescale 1ns / 1ps
module FlipFlop (clk, reset, d, q );
    input clk;
    input reset;
    input [7:0] d;
    output reg [7:0] q = 0;
always @ (posedge clk) begin
    if (reset)                   
        q <= 8'b0;
    else                        
        q <= d;
end
endmodule  
`timescale 1ns / 1ps
module ImmGen (
InstCode ,
ImmOut
);
input [31:0] InstCode ;
output reg [31:0] ImmOut ;
always @ ( InstCode ) begin
    case ( InstCode [6:0])
        7'b0000011 :
            ImmOut = {InstCode[31]? {20{1'b1}}:20'b0, InstCode[31:20]};
        7'b0010011 :
            ImmOut = {InstCode[31]? {20{1'b1}}:20'b0, InstCode[31:20]};
        7'b0100011 :
            ImmOut = {InstCode [31]? {20{1'b1 }}:20'b0 , InstCode [31:25] , InstCode [11:7]};
        7'b0010111 :
            ImmOut = {InstCode [31:12] , 12'b0};
        default :
            ImmOut = {32'b0};
    endcase
end
endmodule    
`timescale 1ns / 1ps
module InstMem (
input [7:0] addr ,
output wire [31:0] instruction
);
reg [31:0] memory [0:63];
initial begin
    memory[0] = 32'h00007033;  
    memory[1] = 32'h00100093;  
    memory[2] = 32'h00200113;  
    memory[3] = 32'h00308193;  
    memory[4] = 32'h00408213;  
    memory[5] = 32'h00510293;  
    memory[6] = 32'h00610313;  
    memory[7] = 32'h00718393;  
    memory[8] = 32'h00208433;  
    memory[9] = 32'h404404b3;  
    memory[10] = 32'h00317533;  
    memory[11] = 32'h0041e5b3;  
    memory[12] = 32'h0041a633;  
    memory[13] = 32'h007346b3;  
    memory[14] = 32'h4d34f713;  
    memory[15] = 32'h8d35e793;  
    memory[16] = 32'h4d26a813;  
    memory[17] = 32'h4d244893;  
    memory[18] = 32'h02b02823;  
    memory[19] = 32'h03002603;  
end
assign instruction = memory[addr >> 2];
endmodule  
`timescale 1ns / 1ps
module Mux 
(
    input S,             
    input [31:0] D1,     
    input [31:0] D2,     
    output [31:0] Y      
);
assign Y = (S==1'b0)?D1:
           D2;
endmodule  
`timescale 1ns / 1ps
module RegFile (
clk , reset , rg_wrt_en ,
rg_wrt_addr ,
rg_rd_addr1 ,
rg_rd_addr2 ,
rg_wrt_data ,
rg_rd_data1 ,
rg_rd_data2
);
input clk;
input reset;
input rg_wrt_en;                     
input [4:0] rg_wrt_addr;             
input [4:0] rg_rd_addr1;             
input [4:0] rg_rd_addr2;             
input [31:0] rg_wrt_data;            
output reg [31:0] rg_rd_data1;       
output reg [31:0] rg_rd_data2;       
reg [31:0] register [31:0];         
integer i;
always @ (posedge clk or posedge reset) begin
    if(reset) begin
        for(i=0; i < 32; i = i+1) begin
            register[i] = 32'h00000000;
        end 
    end
    else if (rg_wrt_en) begin
        register[rg_wrt_addr] <= rg_wrt_data;
    end
end
always @ (*) begin
    rg_rd_data1 = register[rg_rd_addr1];
    rg_rd_data2 = register[rg_rd_addr2];
end
endmodule  
`timescale 1ns / 1ps
module processor
(
    input clk, reset,
    output [31:0] Result
);
wire [6:0] Opcode;
wire [2:0] Funct3;
wire [6:0] Funct7;
wire [1:0] ALUOp;
wire MemtoReg;
wire MemWrite;
wire MemRead;
wire ALUSrc;
wire RegWrite;
wire [3:0] Operation;
data_path datapath (
    .opcode (Opcode),
    .funct3 (Funct3),
    .funct7 (Funct7),
    .mem2reg (MemtoReg),
    .mem_write (MemWrite),
    .mem_read (MemRead),
    .alu_src (ALUSrc),
    .reg_write (RegWrite),
    .alu_cc (Operation),
    .clk (clk),
    .reset (reset),
    .alu_result (Result)
);
Controller controller (
    .Opcode (Opcode),
    .MemtoReg (MemtoReg),
    .MemWrite (MemWrite),
    .MemRead (MemRead),
    .ALUSrc (ALUSrc),
    .RegWrite (RegWrite),
    .ALUOp (ALUOp)
);
ALUController ALU_Controller (
    .ALUOp (ALUOp),
    .Funct3 (Funct3),
    .Funct7 (Funct7),
    .Operation (Operation)
);
endmodule    
==> flow/run.sh <==
#!/bin/bash
# OpenROAD 26Q1-2900-gdf79404cd8, Yosys 0.63+post, stock flow scripts
make -C /OpenROAD-flow-scripts/flow DESIGN_CONFIG=/design/flow/config.mk WORK_HOME=/design/flow/orfs finish
==> flow/config.mk <==
export PLATFORM = sky130hd
export DESIGN_NAME = processor
export DESIGN_NICKNAME = processor
export VERILOG_FILES = /design/flow/design.v
export SDC_FILE = /design/flow/constraint.sdc
export NUM_CORES = 4
export LEC_CHECK = 1
export CORE_UTILIZATION = 30
==> flow/constraint.sdc <==
current_design processor

set clk_period 46.1
set clk_io_pct 0.2

create_clock -name clk0 -period $clk_period [get_ports {clk}]

set non_clock_inputs [all_inputs -no_clocks]
set_input_delay [expr $clk_period * $clk_io_pct] -clock clk0 $non_clock_inputs
set_output_delay [expr $clk_period * $clk_io_pct] -clock clk0 [all_outputs]
==> impl_metrics.env <==
# yosys + openroad results
export IMPL_status="finished with violations"
export IMPL_violations="antenna violations"
export IMPL_lay_top_cells="dlxtn_1 (4,096), a22oi_1 (1,470), nand2_1 (1,115)"
export IMPL_post_dp_hpwl_um=547000
export IMPL_detail_route_wl_per_cell_um=47.0
export IMPL_rsz0062_at_grt="false"
export IMPL_yosys_area_um2=123000
export IMPL_slew_headroom_pct=10.8
export IMPL_syn_area_per_cell_um2=10.1
export IMPL_nFillCells=40872
export IMPL_grt_pass1_wl_um=1090000
export IMPL_yosys_area_top_type="dlxtn_1"
export IMPL_max_freq_mhz=49.8
export IMPL_die_width_um=642
export IMPL_setup_viol=0
export IMPL_viasPerCell=6.67
export IMPL_edf_count=0
export IMPL_worstPathArrival_ps=10850
export IMPL_drc=0
export IMPL_finClkSkew_ps=24.8
export IMPL_root_buffer="clkbuf_16"
export IMPL_insertion_delay_ps=670
export IMPL_finish_instance_area_um2=138000
export IMPL_warning_count=111
export IMPL_synthToLayoutAreaGrowth_pct=12.2
export IMPL_drt_total_wl_um=846000
export IMPL_antenna_found_initial=230
export IMPL_final_layout_size_suffix_gt1_share_pct=11.7
export IMPL_synthCells=12179
export IMPL_yosys_warnings=11
export IMPL_fin_crit_sh_pct=43.5
export IMPL_drv_cap=0
export IMPL_unclocked_regs=4128
export IMPL_ys_flops=4773
export IMPL_core_um2=407000
export IMPL_io_pins=34
export IMPL_track_usage_pct=41.5
export IMPL_cp_max_fo=40
export IMPL_vdd_drop_max_mv=0.0377
export IMPL_fp_row_count=234
export IMPL_htreeDepth=2
export IMPL_top_area_share_pct=50.0
export IMPL_slowest_stage="nor2_4"
export IMPL_clk_path_buf_depth=3
export IMPL_start_kind="flop"
export IMPL_drt_first_iter_violations=16864
export IMPL_slowest_delay_ps=580
export IMPL_critPathCaptureType="output pin"
export IMPL_power_density_nw_per_um2=48.5
export IMPL_ys_cells=12179
export IMPL_criticalPathCategory="reg -> out"
export IMPL_grt_overflow=0
export IMPL_syn_area_um2=123000
export IMPL_hold_ws_ps=379
export IMPL_final_common_cell="dlxtn_1"
export IMPL_grt_pass1_vias=106851
export IMPL_seq_area_um2=78100
export IMPL_dr_pass1_iters=10
export IMPL_routabilityCongestion=1.13
export IMPL_untimed_endpoints=4128
export IMPL_grt_max_degree=121
export IMPL_cts_tree="yes"
export IMPL_cts_resized=0
export IMPL_ys_async_sr_fraction_pct=13.4
export IMPL_leakage_nw=60.6
export IMPL_ant_nets=1
export IMPL_min_period_ps=20070
export IMPL_placedInstanceArea_um2=135000
export IMPL_topCellsByArea="dlxtn_1 (50%), dfrtp_1 (13%), a22oi_1 (9.0%)"
export IMPL_cts_setup_buffers=0
export IMPL_cp_required_ps=36880
export IMPL_worst_slew_pin_slew_ps=1330
export IMPL_drv_slew=0
export IMPL_ys_flop_type="dlxtn_1"
export IMPL_die_area_um2=412000
export IMPL_hp_class="reg -> reg"
export IMPL_clk_pin_slew_ps=60
export IMPL_port_buffer_count=33
export IMPL_ctsHoldBuffers=0
export IMPL_timing_setup_tns_ps=0
export IMPL_fp_util_pct=30.2
export IMPL_hold_viol_final=0
export IMPL_numCtsBuffers=61
export IMPL_via_count=120215
export IMPL_logic_area_um2=43200
export IMPL_synth_cell_types=106
export IMPL_dieHeight_um=642
## path summary, 6_finish.rpt
kind	from	endpoint	slack [ps]	cells after the start
worst max-delay path	datapath.PC_Reg.q[3]	Result[24]	26030	29
min in group asynchronous	reset	datapath.RegisterFile.register[1][1]	9400	2
worst min-delay path	datapath.RegisterFile.register[18][23]	datapath.RegisterFile.register[18][23]	380	0
max in group asynchronous	reset	datapath.RegisterFile.register[4][21]	34100	5
worst min register to register	datapath.RegisterFile.register[18][23]	datapath.RegisterFile.register[18][23]	380	0
worst max register to register	datapath.PC_Reg.q[3]	datapath.RegisterFile.register[6][24]	35700	30
## metal layers
layer  wire [um]  share of wire (%)  global-route usage [%]  up-vias
met5        3810               0.45                    9.35        -
met4       80600                9.5                    31.1      108
met3      149000                 18                    29.4     4028
met2      327000                 39                    53.0    12271
met1      286000                 34                    46.9    58914
li1            -                  -                       -    44894
## synth_stat cells (all sizes together), types with 182 or more instances
library cell / n
nand3: 279
nand4: 285
clkbuf: 660
dfrtp: 640
nand2: 1165
a22o: 216
nor2: 286
a22oi: 1470
nor3: 213
a21oi: 266
o21ai: 612
buf: 224
dlxtn: 4096
and3: 182
a221oi: 265
## flip-flops by register name (all words and copies together) (netlist names)
signal / flops
datapath.data_mem.memory: 4096
datapath.RegisterFile.register: 640
datapath.data_mem.read_data: 32
datapath.PC_Reg.q: 5
## area by class of cell
cell class,count,area share [%]
clock buffers,86,1.23
diodes,317,0.575
clock inverters,21,0.202
repair buffers,867,4.80
inverters,124,0.359
flip-flops and latches,4773,56.6
well taps,5428,4.92
multi-input cells,6398,31.3
## where the power goes
group | internal, W | switching [W] | leakage (nW)
combinational | 0.000723 | 0.00270 | 17.9
clock | 0.000284 | 0.000231 | 0.977
sequential | 0.00231 | 0.000443 | 41.8
## worst max-delay path: cells and delay by family, from the launching register on
family                     cells  cell delay (ps)
AOI/OAI and AO/OA             15             3890
buffers and inverters          6             2550
and+or+nand+nor                6             2110
adders and majority gates      2              970
DFF                            1              560
## stage by stage
step / utilization [%] / setup WS, ps / cells / power, W
CTS: 33.7 / 26120 / 17697 / 0.00639
detailed placement: 33.2 / 26890 / 17590 / 0.00587
global route: 33.8 / 25430 / 17794 / 0.00679
global placement: 33.2 / 26730 / 17590 / 0.00587
floorplan: - / 18950 / 12179 / 0.00414
finish: 33.9 / 26030 / 18014 / 0.00669
## cell families after synthesis
family / after synthesis / share of synthesized area, %
buf+inv: 1008 / 3.26
mux: 85 / 0.748
simple gates: 2725 / 10.7
compound gates: 3465 / 20.5
xor+xnor: 14 / 0.0997
latches: 4128 / 50.4
fa+ha+maj: 109 / 1.12
flops: 645 / 13.1
No activity file was given, so power comes from the tool's default toggle rates.
